[/design/flow/config.mk]
export PLATFORM = sky130hd
export DESIGN_NAME = gesture_elevator_top
export DESIGN_NICKNAME = gesture_elevator_top
export VERILOG_FILES = /design/flow/design.v
export SDC_FILE = /design/flow/constraint.sdc
export NUM_CORES = 4
export LEC_CHECK = 1
export CORE_UTILIZATION = 50
[/design/flow/design.v]
module gesture_elevator_top(
    input clk,
    input rst,
    input rx,
    output [6:0] seg,
    output [3:0] an
);
    wire [7:0] rx_data;
    wire rx_valid;
    reg [15:0] floor_history = 16'hFFFF;  
    uart_rx uart_receiver (
        .clk(clk),
        .rst(rst),
        .rx(rx),
        .data(rx_data),
        .valid(rx_valid)
    );
    seven_segment_driver display_driver (
        .clk(clk),
        .rst(rst),
        .digits_in(floor_history),
        .seg(seg),
        .an(an)
    );
    always @(posedge clk or posedge rst) begin
        if (rst) begin
            floor_history <= 16'hFFFF;
        end else if (rx_valid) begin
            floor_history <= {floor_history[11:0], rx_data[3:0]};
        end
    end
endmodule
module seven_segment_driver(
    input clk,
    input rst,
    input [15:0] digits_in,
    output reg [6:0] seg,
    output reg [3:0] an
);
    reg [15:0] prescaler = 0;
    wire refresh_tick;
    assign refresh_tick = (prescaler == 16'd65535);
    always @(posedge clk or posedge rst) begin
        if (rst) prescaler <= 0;
        else if (refresh_tick) prescaler <= 0;
        else prescaler <= prescaler + 1;
    end
    reg [1:0] an_select = 0;
    always @(posedge clk or posedge rst) begin
        if (rst) an_select <= 0;
        else if (refresh_tick) an_select <= an_select + 1;
    end
    wire [3:0] current_digit;
    assign current_digit = (an_select == 2'b00) ? digits_in[3:0]   :
                         (an_select == 2'b01) ? digits_in[7:4]   :
                         (an_select == 2'b10) ? digits_in[11:8]  :
                                                digits_in[15:12];
    always @(*) begin
        case (an_select)
            2'b00:   an = 4'b1110;
            2'b01:   an = 4'b1101;
            2'b10:   an = 4'b1011;
            2'b11:   an = 4'b0111;
            default: an = 4'b1111;
        endcase
        case (current_digit)
            4'd0: seg = 7'b1000000;  
            4'd1: seg = 7'b1111001;  
            4'd2: seg = 7'b0100100;  
            4'd3: seg = 7'b0110000;  
            4'd4: seg = 7'b0011001;  
            4'd5: seg = 7'b0010010;  
            4'd6: seg = 7'b0000010;  
            4'd7: seg = 7'b1111000;  
            4'd8: seg = 7'b0000000;  
            4'd9: seg = 7'b0010000;  
            default: seg = 7'b1111111;  
        endcase
    end
endmodule
module uart_rx #(
    parameter CLK_FREQ = 100000000,  
    parameter BAUD_RATE = 9600      
)(
    input clk,
    input rst,
    input rx,                       
    output reg [7:0] data,          
    output reg valid               
);
    localparam integer BAUD_TICK = CLK_FREQ / BAUD_RATE;
    localparam integer HALF_BAUD = BAUD_TICK / 2;
    reg [15:0] baud_cnt = 0;
    reg [3:0] bit_index = 0;
    reg [9:0] shift_reg = 0;
    reg busy = 0;
    always @(posedge clk or posedge rst) begin
        if (rst) begin
            baud_cnt <= 0;
            bit_index <= 0;
            busy <= 0;
            valid <= 0;
            data <= 0;
        end else begin
            valid <= 0;  
            if (!busy) begin
                if (!rx) begin  
                    busy <= 1;
                    baud_cnt <= HALF_BAUD;
                    bit_index <= 0;
                end
            end else begin
                if (baud_cnt == BAUD_TICK - 1) begin
                    baud_cnt <= 0;
                    shift_reg <= {rx, shift_reg[9:1]};
                    bit_index <= bit_index + 1;
                    if (bit_index == 9) begin  
                        busy <= 0;
                        if (shift_reg[0] == 1'b1 && shift_reg[9] == 1'b0) begin
                           data <= shift_reg[8:1];
                           valid <= 1;
                        end
                    end
                end else begin
                    baud_cnt <= baud_cnt + 1;
                end
            end
        end
    end
endmodule
[/design/flow/run.sh]
#!/bin/bash
# OpenROAD 26Q1-2900-gdf79404cd8, Yosys 0.63+post, stock flow scripts
make -C /OpenROAD-flow-scripts/flow DESIGN_CONFIG=/design/flow/config.mk WORK_HOME=/design/flow/orfs finish
[/design/flow/constraint.sdc]
current_design gesture_elevator_top

set clk_period 4.3
set clk_io_pct 0.2

create_clock -name clk0 -period $clk_period [get_ports {clk}]

set non_clock_inputs [all_inputs -no_clocks]
set_input_delay [expr $clk_period * $clk_io_pct] -clock clk0 $non_clock_inputs
set_output_delay [expr $clk_period * $clk_io_pct] -clock clk0 [all_outputs]
==> results.txt <==
Results of the implementation run.

According to the report, the first pass of detailed routing completed in 4 iterations. The detailed router finished its first iteration with 99 violations. The estimated wirelength of the detail-placed design is 4035 um. The first global-routing pass estimated 10,760 um of wire. The worst setup path is captured at an output pin.

The clock sink total came out at 70. The diode insertion count for antenna repair came out at 0. Per the synthesis report, the number of distinct cell types is 60. The data arrival time reported for the critical path is 2.96 ns. The routed design shows a wire length per standard cell of 14.27 um. The placer's final routability congestion estimate came out at 0.8791. The share of the synthesized area in the top cell type came out at 30.78%.

The aggregate negative setup slack came out at 0 ns. The number of warnings issued by yosys is 3. The proportion of layout cells with a drive suffix above 1 is 17.46%. The total setup violations reported at the end of the flow is 0. Setup repair after global routing left no endpoint under its margin. The buffer depth of the longest clock path came out at 2.

The number of ports placed on the die boundary is 14. The total number of vias is 2,407. Global routing finished with a remaining overflow of 0. For this run, asynchronously set or reset flops after synthesis account for 85.71%.

For this run, the chip area from Yosys synthesis comes to 3577 um2. The critical path is of the reg -> out type. The total count of max-transition violations in the final report is 0. The critical path data required time is 3.44 ns.

STA classifies the critical path startpoint as a flop. The layout filler cell count is 551. The clock-pin slew on the worst setup and hold paths came out at 0.08 ns. The via count of the first global-routing pass is 2,251. As reported, the later end of the worst-skew pair has a clock insertion delay of 0.34 ns. The depth of the most critical reg-to-reg path came out at 5. Per the detail_route report, DRC violations left total 0. TritonCTS built the clock tree.

The mapped cell area is 3577 um2. The mean instance size in the synthesized netlist came out at 11.18 um2. Entering global routing, the biggest net connects 35 pins.

The tally of max-capacitance violations is 0. The count of buffers added on input and output ports is 13. The pin closest to its max-slew limit shows a slew of 0.7816 ns.

Per the timing report, the achievable frequency comes out to 262.0 MHz. The floorplan die area came out at 7497 um2. The number of routed nets with antenna violations came out at 0. The routed via count divided by cell count is 5.546.

The vertical die size is 86.59 um. The proportion of synthesized chip area in sequential cells came out at 50.93%. The placed cell count came out at 418. The max-slew headroom at the worst pin came out at 47.79%. The total count of hold-check failures in the final report came out at 0.

By area the synthesized netlist is led by sky130_fd_sc_hd__dfrtp_1, sky130_fd_sc_hd__dfstp_2, sky130_fd_sc_hd__edfxtp_1, sky130_fd_sc_hd__mux2_2, sky130_fd_sc_hd__ha_1. Per the TritonCTS log, the buffer count is 9. The die boundary width came out at 86.59 um. The power density relative to cell area came out at 406.6 nW/um2. The row count is 30.

The total routed wirelength came out at 6195 um. Of all cell types, the one taking the most synthesized area is sky130_fd_sc_hd__dfrtp_1. The synthesized instance count is 320. The global routing report lists combined usage of all routing layers as 18.97%. The post-route minimum period is 3.817 ns. The post-CTS resize count came out at 0.

The final setup skew came out at 0.009125 ns. The dominant synthesized flop cell is sky130_fd_sc_hd__dfrtp_1. The quantity of hold-fixing buffers added after cts came out at 0. The largest driver fanout on the critical path is 10. The design area came out at 3966 um2. The final worst-path cycle share is 88.76%.

The run finished with clean final reports. The report gives the cell count of the worst hold path as 0. The area growth from synthesis to layout is 10.88%. The most critical hold endpoint after final layout shows a slack of 0.4249 ns. The placed standard-cell area came out at 3745 um2.

The type recorded for the worst min-delay path is reg -> reg. The post-synthesis register bit count came out at 70. The number of cells in Yosys stat is 320. The count of non-filler cells in the finished layout came out at 434. The floorplan step defined a core boundary enclosing 6869 um2. In the floorplan report the effective utilization is 52.08%. The largest registers in the layout are display_driver.prescaler (16), floor_history (16), uart_receiver.baud_cnt (16). The cell leakage power came out at 1.632 nW. The worst register-to-register path has a setup slack of 1.84 ns. The number of warnings in the stage logs came out at 32. The cell sitting at the root of the clock tree is a sky130_fd_sc_hd__clkbuf_8. The number of synthesized flops with an enable pin came out at 10. The number of antenna violations at the first check in global routing came out at 0. The worst voltage drop across the vdd grid is 0.2364 mV. The H-tree depth reported by CTS came out at 3. The post-CTS setup repair buffer count is 0.
[metal layers]
metal / wire (um) / vias up / global-route usage [%] / share of wire (%)
met5: 0 / - / 0 / 0
met4: 59 / 0 / 2.273 / 0.95
met3: 179 / 6 / 3.478 / 2.9
li1: - / 1202 / - / -
met1: 3291 / 1166 / 33.52 / 53
met2: 2665 / 33 / 26.98 / 43
[logic make-up (layout without fill, tap and decap cells)]
family,after synthesis,after routing,synth area share (%)
xor+xnor,16,16,3.917
buf+inv,30,48,4.407
mux,25,25,7.625
compound gates,56,56,10.70
fa+ha+maj,12,12,4.197
flops,70,70,50.93
simple gates,111,111,18.22
[Yosys cell counts, drive strengths merged (3+ instances only)]
cell type	instances
a21oi	10
a221oi	3
a31oi	9
and3	3
and4	5
buf	5
clkbuf	7
dfrtp	44
dfstp	16
edfxtp	10
ha	12
inv	18
mux2	18
mux2i	7
nand2	23
nand2b	3
nand3	14
nand4	9
nor2	20
nor2b	3
nor3	4
nor3b	4
nor4	5
o211ai	4
o21ai	14
o31ai	4
or4	5
xnor2	10
xor2	6
[cell usage in the layout, fill, tap and decap left out, types with 5 or more instances in the layout]
cell / count
sky130_fd_sc_hd__ha_1: 12
sky130_fd_sc_hd__clkdlybuf4s50_1: 13
sky130_fd_sc_hd__mux2_2: 15
sky130_fd_sc_hd__o21ai_1: 5
sky130_fd_sc_hd__or4_1: 5
sky130_fd_sc_hd__mux2i_1: 7
sky130_fd_sc_hd__clkbuf_8: 9
sky130_fd_sc_hd__inv_1: 17
sky130_fd_sc_hd__a31oi_1: 9
sky130_fd_sc_hd__nor4_1: 5
sky130_fd_sc_hd__xor2_1: 6
sky130_fd_sc_hd__nand4_1: 8
sky130_fd_sc_hd__nor2_1: 20
sky130_fd_sc_hd__a21oi_1: 10
sky130_fd_sc_hd__o21ai_0: 9
sky130_fd_sc_hd__xnor2_1: 10
sky130_fd_sc_hd__dfstp_2: 16
sky130_fd_sc_hd__nand2_1: 23
sky130_fd_sc_hd__edfxtp_1: 10
sky130_fd_sc_hd__nand3_1: 13
sky130_fd_sc_hd__dfrtp_1: 44
[final cells by class]
class,instances,area (um2),area share (%)
clock buffer,9,123.9,3.123
multi-input combinational,220,1598,40.28
tap,96,120.1,3.028
inverter,18,67.56,1.703
clock inverter,7,97.59,2.461
timing repair buffer,14,137.6,3.470
sequential,70,1822,45.93
[worst max-delay path, cell delays in order, from the launching register on]
cell and delay (ns):
sky130_fd_sc_hd__dfrtp_1 0.42, sky130_fd_sc_hd__inv_1 0.17, sky130_fd_sc_hd__ha_1 0.40, sky130_fd_sc_hd__nor2_1 0.18, sky130_fd_sc_hd__a221oi_2 0.47, sky130_fd_sc_hd__ha_1 0.34
sky130_fd_sc_hd__o211ai_1 0.17, sky130_fd_sc_hd__clkdlybuf4s50_1 0.47
[final timing paths]
path | end | from
setup / recovery | seg[3] | display_driver.an_select[0]
hold / removal | uart_receiver.shift_reg[4] | uart_receiver.shift_reg[5]
setup reg to reg | uart_receiver.shift_reg[0] | uart_receiver.baud_cnt[1]
hold reg to reg | uart_receiver.shift_reg[4] | uart_receiver.shift_reg[5]
max in group asynchronous | floor_history[15] | rst
min in group asynchronous | uart_receiver.bit_index[1] | rst
[power by group]
group          total [mW]  internal, mW  leakage, nW  switching, mW
registers           0.846         0.732        0.809          0.114
clock network       0.581         0.328        0.106          0.253
logic               0.186        0.0907        0.717         0.0954
total                1.61          1.15         1.63          0.462
[metrics by stage]
| step | setup slack, ns | total power, mW | util, % |
|---|---|---|---|
| after floorplan | 1.558 | 0.9861 | - |
| after global routing | 0.2209 | 1.698 | 57.74 |
| after detailed placement | 0.8241 | 1.040 | 54.52 |
| after CTS | 0.4436 | 1.634 | 57.74 |
| after global placement | 0.9000 | 1.035 | 54.52 |
| final | 0.4832 | 1.613 | 57.74 |
Power is estimated from default activity; no workload was simulated.
